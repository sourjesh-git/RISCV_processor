## flow/config.mk

```make
export PLATFORM = sky130hd
export DESIGN_NAME = ALU1
export DESIGN_NICKNAME = ALU1
export VERILOG_FILES = /design/flow/design.v
export SDC_FILE = /design/flow/constraint.sdc
export NUM_CORES = 4
export LEC_CHECK = 1
export CORE_UTILIZATION = 30
```

## flow/constraint.sdc

```tcl
current_design ALU1

set clk_period 10.8
set clk_io_pct 0.2

create_clock -name clk0 -period $clk_period

set non_clock_inputs [all_inputs -no_clocks]
set_input_delay [expr $clk_period * $clk_io_pct] -clock clk0 $non_clock_inputs
set_output_delay [expr $clk_period * $clk_io_pct] -clock clk0 [all_outputs]
```

## flow/design.v

```verilog
module ALU1(
    input [15:0] A, B,
    input [3:0] Oper,
    output Z,
    output R,
    output [15:0] C
);
    reg [15:0] DATA1_temp;
    reg R1;
    function [15:0] Add;
        input [15:0] A, B;
        reg carry;
        integer i;
        begin
            carry = 0;
            Add = 16'b0;
            for (i = 0; i < 16; i = i + 1) begin
                Add[i] = A[i] ^ B[i] ^ carry;
                carry = (A[i] & B[i]) | ((A[i] ^ B[i]) & carry);
            end
        end
    endfunction
    function [15:0] Sub;
        input [15:0] A, B;
        reg borrow;
        integer i;
        begin
            borrow = 0;
            Sub = 16'b0;
            for (i = 0; i < 16; i = i + 1) begin
                Sub[i] = A[i] ^ B[i] ^ borrow;
                borrow = ((~A[i]) & B[i]) | (((~A[i]) | B[i]) & borrow);
            end
        end
    endfunction
    function [15:0] bit_NAND;
        input [15:0] A, B;
        integer i;
        begin
            bit_NAND = 16'b0;
            for (i = 0; i < 16; i = i + 1) begin
                bit_NAND[i] = ~(A[i] & B[i]);
            end
        end
    endfunction
    function SubCARRY;
        input [15:0] A, B;
        reg borrow;
        reg [15:0] diff;
        integer i;
        begin
            borrow = 0;
            diff = 16'b0;
            for (i = 0; i < 16; i = i + 1) begin
                diff[i] = A[i] ^ B[i] ^ borrow;
                borrow = ((~A[i]) & B[i]) | (((~A[i]) | B[i]) & borrow);
            end
            SubCARRY = borrow;
        end
    endfunction
    always @(*) begin
        case (Oper)
            4'b1100: begin
                DATA1_temp = Add(A, B);
                R1 = 0;
            end
            4'b1101: begin
                DATA1_temp = Add(A, B);
                R1 = 0;
            end
            4'b1000: begin
                DATA1_temp = Sub(A, B);
                R1 = SubCARRY(A, B);
            end
            4'b1001: begin
                DATA1_temp = Sub(A, B);
                R1 = SubCARRY(A, B);
            end
            4'b1010: begin
                DATA1_temp = Sub(A, B);
                R1 = SubCARRY(A, B);
            end
            4'b0010: begin
                DATA1_temp = bit_NAND(A, B);
                R1 = 0;
            end
            default: begin
                DATA1_temp = 16'b0;
                R1 = 0;
            end
        endcase
    end
    assign Z = ~(DATA1_temp[0] | DATA1_temp[1] | DATA1_temp[2] | DATA1_temp[3] |
                 DATA1_temp[4] | DATA1_temp[5] | DATA1_temp[6] | DATA1_temp[7] |
                 DATA1_temp[8] | DATA1_temp[9] | DATA1_temp[10] | DATA1_temp[11] |
                 DATA1_temp[12] | DATA1_temp[13] | DATA1_temp[14] | DATA1_temp[15]);
    assign C = DATA1_temp;
    assign R = R1;
endmodule
```

## flow/run.sh

```bash
#!/bin/bash
# OpenROAD 26Q1-2900-gdf79404cd8, Yosys 0.63+post, stock flow scripts
make -C /OpenROAD-flow-scripts/flow DESIGN_CONFIG=/design/flow/config.mk WORK_HOME=/design/flow/orfs finish
```

==> flow_summary.ini <==
; synthesis and place-and-route metrics
[power_and_ir_drop]
ir_worst_vdd_uv = 21.4
p_per_area_nw_per_um2 = 47.7
power_w = 0.000120
p_leak_nw = 1.17

[sta]
max_freq_ghz = 0.120
fin_crit_ps = 8300
setup_slack_ps = 2500
drv_slew = 0
slew_headroom_pct = 61.4
fin_crit_sh_pct = 76.9
hold_viol = 0
worstMarginPinSlew_ps = 575
finalSetupViolCount = 0
finalSetupTns_ps = 0
rsz0062_at_grt = false

[floorplan]
core_um2 = 6060
die_h_um = 82.2
dieWidth_um = 82.2
floorplan.core_util_pct = 31.8
row_count = 28
chip_area_um2 = 6750
pin_count = 54

[synthesis]
yosys_warnings = 1
syn_area_per_cell_um2 = 7.39
top_area_cell = ha_1
ys_cells = 261
top_cell_area_share_pct = 30.5
top_cells_by_area = ha_1 30%, inv_1 8.4%, xnor2_1 5.5%
ys_area_um2 = 1930
ys_seq_share_pct = 0
synthCells = 261
synthDistinctLibCells = 58
syn_area_um2 = 1930

[min_path]
hp-class = input port to output port
worstHoldEndpoint = C[0]
whs_path_depth = 4
worstHoldStart = B[0]

[placement]
pre_cts_ws_ps = 2520
portBuffers = 54
placed_cells = 383
dp_hpwl_um = 4040
placed_area_um2 = 2510
place_congestion = 0.898

[routing]
first_pass_iters = 4
drcViolationCount = 0
ant_nets = 0
vias = 1917
via_per_inst = 5.01
antenna_cells = 0
drt-initial-drc-count = 73
post_drt_wl_per_cell_um = 12.4
wl_um = 4750

[grt]
grt_use_total_pct = 14.9
grt.met1_usage_pct = 21.4
met3_usage_pct = 0.780
grt_max_degree = 18
gr-total-overflow = 0
grt_pass1_vias = 1761
grt_pass1_wl_um = 7980
busiest_layer = met2
grt_use_met2_pct = 25.9
antenna_found_initial = 0

[final_layout]
n_clock_buffer = 0
fin_area_um2 = 2510
finalNonFillerCells = 383
drive_above_1_share_pct = 5.84
area_delta_synth_final_pct = 30.2
flops = 0
regArea_um2 = 0

[clock_network]
cts_setup_buffers = 0
cts_resized = 0
hold_buffers = 0

[job]
maxCapViolations = 0
warning_count = 63

[setup_path]
worstSetupStartpointType = input port
worst-setup-path-type = input port to output port
worst_ep_required_time_ps = 8640
critPathMaxFanout = 5
end_kind = output port
cp.arrival_ps = 6140

[status]
status = completed
-- per-stage QoR --
step                      util [%]  hold WS, ps
after detailed placement      41.4         5430
after global routing          41.4         5480
final                         41.4         5440
after global placement        41.4         5440
after floorplan                  -         4450
after CTS                     41.4         5440
-- where the power goes --
part	switching [W]	leakage, nW	internal, W
Combinational	0.0000552	1.17	0.0000647
Clock	0	0	0
Sequential	0	0	0
Total	0.0000552	1.17	0.0000647
-- final cells by class --
cell class,instances,area (um2)
Fill cell,637,3550
Tap cell,75,93.8
Multi-Input combinational cell,211,1720
Timing Repair Buffer,54,541
Inverter,43,161
-- metal layers --
layer / wire, um / share of wire [%] / vias to the layer above
met2: 2180 / 46 / 47
met1: 2300 / 48 / 861
met4: 0 / 0 / 0
met5: 0 / 0 / -
li1: - / - / 1009
met3: 261 / 5.5 / 0
-- critical path: stages --
cell	delay, ps
clkdlybuf4s50_1	510
inv_1	60
ha_1	350
nor3b_1	160
or3_1	360
a211oi_1	520
o2111a_1	280
o21ai_0	150
o21bai_1	190
mux2i_1	230
or4bb_1	510
nor3_2	180
clkdlybuf4s50_1	480
-- cell usage in the layout, fill, tap and decap left out, types with 2 or more instances in the layout --
master,instances
a211o_1,2
a211oi_1,6
a21oi_1,12
a31oi_1,2
clkdlybuf4s50_1,54
ha_1,47
inv_1,43
mux2i_1,4
nand2_1,15
nand2b_1,2
nor2_1,18
nor2b_1,8
nor3_1,7
nor3b_1,2
o211a_1,2
o211ai_1,3
o21ai_0,10
o21bai_1,6
o221a_2,2
o221ai_1,2
o22ai_1,7
o311ai_0,2
o31ai_1,2
or3_1,3
or4_1,2
or4b_1,2
xnor2_1,12
xor2_1,3
-- cell families after synthesis --
kind of cell | Yosys count | synth area share (%)
multiplexers | 4 | 2.08
buffers and inverters | 50 | 11.0
XOR/XNOR | 15 | 6.81
AND-OR/OR-AND | 72 | 28.0
adder cells (fa/ha/maj) | 47 | 30.5
AND/OR/NAND/NOR | 73 | 21.6
-- cells in the mapped netlist, types with 2 or more instances --
cell type / instances
ha_1: 47
inv_1: 43
nor2_1: 18
nand2_1: 15
a21oi_1: 12
xnor2_1: 12
o21ai_0: 10
nor2b_1: 8
nor3_1: 7
o22ai_1: 7
a211oi_1: 6
o21bai_1: 6
mux2i_1: 4
buf_6: 3
o211ai_1: 3
or3_1: 3
xor2_1: 3
a211o_1: 2
a31oi_1: 2
buf_2: 2
clkbuf_1: 2
nand2b_1: 2
nor3b_1: 2
o211a_1: 2
o221a_2: 2
o221ai_1: 2
o311ai_0: 2
o31ai_1: 2
or4_1: 2
or4b_1: 2
-- worst max path at each step --
stage / cells after the start / end / slack (ps) / from
after global routing: 13 / Z / 2180 / A[4]
after CTS: 13 / Z / 2510 / A[4]
final: 13 / Z / 2500 / A[4]
No activity file was given, so power comes from the tool's default toggle rates.
