File: design.v
module DataMemory (
    input [15:0] Address,          
    input [15:0] data_write,       
    output reg [15:0] data_out,    
    input clock,                   
    input MeM_W,                   
    input MeM_R                    
);
    reg [7:0] memory_storage [0:63];
    initial begin
        memory_storage[0] = 8'b00000000;
        memory_storage[1] = 8'b00000010;
        integer i;
        for (i = 2; i < 64; i = i + 1) begin
            memory_storage[i] = 8'b00000000;
        end
    end
    always @(posedge clock) begin
        if (MeM_W == 1'b1) begin
            memory_storage[Address] <= data_write[15:8];
            memory_storage[Address + 1] <= data_write[7:0];
        end
    end
    always @(*) begin
        if (MeM_R == 1'b1) begin
            if (Address < 63) begin
                data_out[15:8] = memory_storage[Address];
                data_out[7:0] = memory_storage[Address + 1];
            end else begin
                data_out = 16'b0;
            end
        end
    end
endmodule
File: run.sh
#!/bin/bash
# OpenROAD 26Q1-2900-gdf79404cd8, Yosys 0.63+post, stock flow scripts
make -C /OpenROAD-flow-scripts/flow DESIGN_CONFIG=/design/flow/config.mk WORK_HOME=/design/flow/orfs finish
File: config.mk
export PLATFORM = sky130hd
export DESIGN_NAME = DataMemory
export DESIGN_NICKNAME = DataMemory
export VERILOG_FILES = /design/flow/design.v
export SDC_FILE = /design/flow/constraint.sdc
export NUM_CORES = 4
export LEC_CHECK = 1
export CORE_UTILIZATION = 30
File: constraint.sdc
current_design DataMemory

set clk_period 7.0
set clk_io_pct 0.2

create_clock -name clk0 -period $clk_period [get_ports {clock}]

set non_clock_inputs [all_inputs -no_clocks]
set_input_delay [expr $clk_period * $clk_io_pct] -clock clk0 $non_clock_inputs
set_output_delay [expr $clk_period * $clk_io_pct] -clock clk0 [all_outputs]
==> CHANGELOG.md <==
### Implementation results

* Final Cell Area at 35940 um2
* Synth unique cells at 77
* Top Layer Used: met5
* Port Buf Inserts at 50
* Post-DRT Antenna Nets at 0
* Met1 Wirelength at 45960 um
* Post-cts resize count at 0
* Final period util at 0.7355
* Core Rows at 119
* Ys flop type: edfxtp_1
* Vias at ~23000
* Post-cts hold buffer count at 0
* Clk slew on worst S/H paths at 0.06 ns
* Slew @ Worst Pin at approximately 1.3 ns
* Endpoints left unconstrained at 32
* CP most frequent cell: buf_4
* Post-CTS Setup Bufs at 0
* Wire length per cell at roughly 33 um
* Avg Cell Area, Syn at 13.80 um2
* CP top delay family: buffers and inverters
* Num CTS Buffers at 57
* DIE WIDTH at around 330 um
* Post-DP HPWL at between 80000 and 90000 um
* Die Height at between 300 and 400 um
* Count of unclocked register or latch pins at 16
* Gpl congestion at 1.053
* Max stage delay cell, worst path: nor3_4
* RSZ-0062 raised after global routing: no
* DRC at 0
* Ys async rst share at 0
* CTS Root Cell: clkbuf_16
* Clock buffer depth at 3
* CP arrival at 5.38 ns
* Fmax at 194.2 MHz
* DR WL met2 at about 55000 um
* Mapped Cells at 2326
* Crit path kind: primary input to flop
* First-pass DRT Iterations at 16
* Worst rel slew slack at 0.1570
* Hold WC Path Type: primary input to flop
* PD cells at ~210 nW/um2
* Grt total ovfl at 0
* Total die size at 108300 um2
* DRC marker count from the first detailed-route iteration at 2311
* CP Data Required Time at 7.23 ns
* Placed Area at 34260 um2
* Top Ports at 51
* Synthesized area at 32100 um2
* Worst Path Max Fanout at 49
* Setup violations, final at 0
* Warnings, synthesis at 1
* Fp_density at 0.3036
* Count of tool warnings at 25
* Routed vias/inst at 6.099
* Synth flops at 528
* Startpoint class of the critical path: primary input
* Worst vdd ir at roughly 0.00021 V
* First-pass GRT wire length at 178200 um
* Pleak at 11.69 nW
* Total of max-cap violations at 0
* Core ar. at 105700 um2
* Crit path buf inv count at 3
* H-tree levels at 2
* Final setup TNS at 0 ns
* Area growth from synthesis to layout at 11.98%
* Vias in the first global route at roughly 24000
* WL met3 at between 15000 and 20000 um
* Status: finished, final reports clean
* Largest net degree at the start of global routing at 72
* Tot GR Track Use at 0.2427
* Final Max Tran Viols at 0
* CTS tree: built
* Yosys stat area at 32100 um2
* # Cells Yosys at about 2300
* Post-synth EDFFs at just over 500
* Final WL at 124800 um
* Clock period minus worst slack at 5.149 ns
* Initial antenna violation count at 1
* Final tally of hold violations at 0
* Share of cells above drive strength 1 at 0.4204
* CP endpoint kind: flop
* CP max stage delay at a little under 0.8 ns
* Crit-path cells: buf_6 > buf_4 > xnor2_2 > buf_4 > nand3_2 > nor3_4 > o21bai_1
[registers in the layout (all words and copies together), names as in the netlist]
| signal | flops |
|---|---|
| memory_storage | 512 |
| data_out | 16 |
[per-stage QoR]
| step | cells | setup slack (ns) | utilization | hold slack, ns | total power, W |
|---|---|---|---|---|---|
| floorplan | 2326 | 3.235 | - | 1.883 | 0.004250 |
| global placement | 3651 | 1.346 | 0.3241 | 2.121 | 0.004669 |
| detailed placement | 3651 | 1.326 | 0.3241 | 2.142 | 0.004681 |
| CTS | 3753 | 1.958 | 0.3400 | 1.499 | 0.007457 |
| global route | 3753 | 1.844 | 0.3400 | 1.541 | 0.007657 |
| finish | 3754 | 1.851 | 0.3400 | 1.535 | 0.007446 |
[Yosys cell counts (all sizes together) (34+ instances only)]
cell type  instances  area share
a221oi            34      0.0093
mux2i            151       0.047
o21ai             54      0.0084
clkbuf           148       0.017
mux2             554        0.19
edfxtp           512        0.48
mux4             139       0.098
a21oi             49      0.0076
nand2            123       0.016
o22ai             58       0.011
nor2              61       0.010
buf              108       0.018
nand3             58       0.011
[placed cells by master, fill, tap and decap left out, types with 31 or more instances in the layout]
| cell | Yosys | layout |
|---|---|---|
| mux2i_1 | 151 | 151 |
| mux4_2 | 139 | 139 |
| clkbuf_16 | 0 | 57 |
| clkdlybuf4s50_1 | 0 | 31 |
| nand3_1 | 47 | 47 |
| mux2_2 | 535 | 535 |
| nand2_1 | 111 | 111 |
| a21oi_1 | 49 | 49 |
| edfxtp_1 | 512 | 512 |
| nor2_1 | 32 | 32 |
| buf_4 | 13 | 140 |
| a221oi_1 | 34 | 34 |
| o22ai_1 | 58 | 58 |
| o21ai_0 | 53 | 53 |
[tightest hold or removal path, delay by kind of cell]
kind	cells	cell delay, ns
buffers and inverters	2	0.42
multiplexers	1	0.20
[power breakdown]
group / total [W] / switching [W] / leakage, nW / internal (W)
registers: 0.00346 / 0.0000291 / 4.73 / 0.00344
clock network: 0.00280 / 0.00124 / 0.832 / 0.00155
logic: 0.00118 / 0.000753 / 6.13 / 0.000431
[per-layer routing]
metal  GRT usage  up-vias
met1      0.3117    11730
li1            -     9332
met5     0.02000        -
met3      0.1376      269
met4     0.07719        6
met2      0.3528     1556
[path summary, 6_finish.rpt]
kind / end / cells after the start / start / slack, ns
worst max-delay path: memory_storage[43][2] / 7 / Address[2] / 1.85
worst min-delay path: memory_storage[61][2] / 3 / data_write[2] / 1.54
[final cells by class]
class / count / area, um2
Fill cell: 10090 / 69770
Sequential cell: 528 / 15620
Multi-Input combinational cell: 1538 / 15410
Tap cell: 1391 / 1740
Timing Repair Buffer: 190 / 1479
Clock buffer: 67 / 1464
Clock inverter: 35 / 215.2
Inverter: 4 / 15.01
Antenna cell: 1 / 2.502
[cell families after synthesis]
logic type / after synthesis / synth area share
and+or+nand+nor: 328 / 0.05684
muxes: 844 / 0.3390
AOI/OAI and AO/OA: 359 / 0.07909
DFF: 512 / 0.4790
xor gates and xnor gates: 6 / 0.002690
adders and majority gates: 1 / 0.0003898
buffers and inverters: 260 / 0.03551
latches: 16 / 0.007484
Power is estimated from default activity; no workload was simulated.
