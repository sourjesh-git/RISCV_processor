--- /design/flow/constraint.sdc ---
current_design InstructionMemory

set clk_period 2.1
set clk_io_pct 0.2

create_clock -name clk0 -period $clk_period

set non_clock_inputs [all_inputs -no_clocks]
set_input_delay [expr $clk_period * $clk_io_pct] -clock clk0 $non_clock_inputs
set_output_delay [expr $clk_period * $clk_io_pct] -clock clk0 [all_outputs]
--- /design/flow/design.v ---
module InstructionMemory (
    input [15:0] Address,
    output reg [15:0] data_out
);
    reg [7:0] memory_storage [255:0];
    initial begin
        memory_storage[0] = 8'b11100000;
        memory_storage[2] = 8'b01110010;
        memory_storage[3] = 8'b01011001;
        integer i;
        for (i = 1; i < 256; i = i + 1) begin
            if (i != 2 && i != 3)
                memory_storage[i] = 8'b00000000;
        end
    end
    always @(*) begin
        if (Address < 256) begin
            data_out[15:8] = memory_storage[Address];
            data_out[7:0] = memory_storage[Address + 1];
        end else begin
            data_out = 16'b0;
        end
    end
endmodule
--- /design/flow/run.sh ---
#!/bin/bash
# OpenROAD 26Q1-2900-gdf79404cd8, Yosys 0.63+post, stock flow scripts
make -C /OpenROAD-flow-scripts/flow DESIGN_CONFIG=/design/flow/config.mk WORK_HOME=/design/flow/orfs finish
--- /design/flow/config.mk ---
export PLATFORM = sky130hd
export DESIGN_NAME = InstructionMemory
export DESIGN_NICKNAME = InstructionMemory
export VERILOG_FILES = /design/flow/design.v
export SDC_FILE = /design/flow/constraint.sdc
export NUM_CORES = 4
export LEC_CHECK = 1
export CORE_AREA = 10 10 70 70
export DIE_AREA = 0 0 80 80
==> results_dict.tcl <==
# place-and-route summary
set metrics [dict create \
    fin_ws_ns -0.179 \
    grt_overflow 0 \
    crit_path_max_fanout 4 \
    fin_crit_sh 1.09 \
    fp.dieH_microns 80 \
    grt_pass1_wl_microns 3120 \
    final_max_slew_viol_count 0 \
    warning_count 39 \
    fin_cells 152 \
    cp_data_required_time_ns 1.68 \
    numSequentialCells 0 \
    place.gp.congestion 0.840 \
    via_count 585 \
    hpwlAfterDp_microns 1360 \
    layout_min_cycle_time_ns 2.28 \
    fmax_ghz 0.439 \
    place_ws_ns -1.03 \
    fill_cells 350 \
    most_common_cell "nor4_1" \
    postSynthSeqShare 0 \
    netlist_instances 54 \
    mux_share 0 \
    worstPathArrival_ns 1.86 \
    num_rows 21 \
    ir_drop_uv 30.3 \
    ys_chip_area_sq_um 377 \
    crit_slowest_cell "a2111oi_4" \
    vias_per_cell 3.85 \
    holdPathStages 4 \
    yosys_warnings 1 \
    crit_buf_inv 4 \
    cellPowerDensity_mw_per_mm2 111 \
    synth_cell_type_count 21 \
    antenna_left 0 \
    worst_setup_path_end_kind "output pin" \
    status "finished, violations left" \
    finalHoldViolations 0 \
    wl_per_cell_microns 12.6 \
    yosysTopAreaCell "ha_1" \
    io_pins 32 \
    drive_gt1_frac 0.670 \
    drt_iter0_drc 18 \
    yosys.area_share.aoi 0.166 \
    synth_area_per_cell_sq_um 6.97 \
    yosys_cells 54 \
    hold_path_startpoint "Address[1]" \
    die_w_microns 80 \
    synth_top_area_share 0.233 \
    criticalPathCategory "input port to output pin" \
    slowest_delay_ns 0.35 \
    syn_area_sq_um 377 \
    yosys-top-cells-count "9 x nor4_1, 8 x nand2_1, 7 x ha_1, 5 x inv_1, 4 x buf_4" \
    setup_viol 12 \
    fp_util 0.110 \
    first_global_vias 631 \
    die_area_sq_mm 0.00640 \
    crit_top_cell "buf_6" \
    drtPass1Iterations 2 \
    postRouteWirelength_microns 1910 \
    critical_path_depth 9 \
    insertedDiodeCount 0 \
    crit_family "AND-OR/OR-AND gates" \
    place_inst 140 \
    clkbuf_count 0 \
    min_to "data_out[12]" \
    cp_cell_sequence "buf_8 -> ha_4 -> a21o_1 -> a2111oi_4 -> o211ai_4 -> buf_6 -> buf_6 -> nor4_4 -> buf_2" \
    regArea_sq_um 0 \
    hp-class "input port to output pin" \
    syn_to_final_growth_pct 180 \
    core-area_sq_mm 0.00342 \
    portBuffers 30 \
    grt_max_degree 7 \
    antenna_found_initial 0 \
    synthSimpleGateAreaFrac 0.415 \
    rsz0062_at_grt "true" \
    xor_area_frac 0.0465 \
    ys_sh_adder 0.233 \
    synthTopCellsByArea "ha_1 23%, nor4_1 15%, buf_4 8.0%" \
    maxCapViolations 0 \
    drcViolationCount 0 \
    start_kind "input port" \
    finalSetupTns_ns -1.29 \
    grt_use_total 0.0575 \
    power_leakage_uw 0.000482 \
    violations "setup timing" \
    top_logic_kind "simple AND/OR/NAND/NOR gates" \
]
[layer usage]
layer	vias to the layer above	wire length, microns	track usage
met3	0	123	0.0102
met1	273	937	0.0825
met2	19	850	0.0923
li1	293	-	-
met4	0	0	0
met5	-	0	0
[metrics by stage]
step | instance area (sq um) | utilization | total power (uW) | hold WS (ns)
finish | 1050 | 0.308 | 117 | 1.27
global route | 1050 | 0.308 | 129 | 1.29
CTS | 1000 | 0.293 | 104 | 1.27
detailed placement | 806 | 0.236 | 87.4 | 1.88
global placement | 806 | 0.236 | 87.1 | 1.88
floorplan | 380 | - | 32.0 | 0.865
[worst min-delay path: stages]
cell and delay [ns]:
buf_8 0.08, buf_4 0.13, and2_4 0.13, buf_2 0.08
[worst max path at each step]
stage / endpoint / from / slack (ns)
after CTS: data_out[3] / Address[1] / -0.30
after global routing: data_out[1] / Address[1] / -0.28
final: data_out[1] / Address[1] / -0.18
[final cells by class]
class / count / area, sq um / area share
Timing Repair Buffer: 55 / 450 / 0.428
Tap cell: 46 / 57.6 / 0.0546
Inverter: 5 / 18.8 / 0.0178
Multi-Input combinational cell: 46 / 527 / 0.500
[timing repair]
item	4_1_cts	5_1_grt
setup buffers	14	0
hold buffers	0	0
setup endpoints to repair	14	14
pin swaps	15	8
gates resized	111	17
[power by group]
group	switching [uW]	internal, uW	total, uW	leakage [uW]
registers	0	0	0	0
clock network	0	0	0	0
logic	57.5	59.1	117	0.000482
total	57.5	59.1	117	0.000482
[placed cells by master (no fill, tap or decap), types with 3 or more instances in the layout]
cell and n:
buf_4 17, inv_1 5, nor4_2 7, clkdlybuf4s15_1 4, dlygate4sd2_1 3, ha_1 5, clkbuf_2 3, nor4_4 3
buf_2 14, nand2_1 8, buf_6 10, and2_4 3
[cell families (layout without fill, tap and decap cells)]
group / after synthesis / in the layout
buf+inv: 9 / 60
simple gates: 28 / 28
other cells: 1 / 2
compound gates: 7 / 7
fa+ha+maj: 7 / 7
xor+xnor: 2 / 2
Power is estimated from default activity; no workload was simulated.
